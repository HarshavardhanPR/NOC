<file path="flow/design.v">
module Data_Ranking (
    input wire clk,
    input wire reset,
    input wire [3:0] input_valid,     
    input wire [31:0] age_of_data,    
    input wire [31:0] input_data,     
    output reg [31:0] ranked_data     
);
    integer i, j;
    reg [7:0] age[3:0];
    reg [7:0] data[3:0];
    reg [7:0] temp_age, temp_data;
    always @(posedge clk or negedge reset) begin
        if (!reset) begin
            ranked_data <= 32'd0;
        end else begin
            age[0] = age_of_data[7:0];
            age[1] = age_of_data[15:8];
            age[2] = age_of_data[23:16];
            age[3] = age_of_data[31:24];
            data[0] = input_data[7:0];
            data[1] = input_data[15:8];
            data[2] = input_data[23:16];
            data[3] = input_data[31:24];
            for (i = 0; i < 3; i = i + 1) begin
                for (j = 0; j < 3 - i; j = j + 1) begin
                    if (age[j] > age[j+1]) begin
                        temp_age = age[j];
                        age[j] = age[j+1];
                        age[j+1] = temp_age;
                        temp_data = data[j];
                        data[j] = data[j+1];
                        data[j+1] = temp_data;
                    end
                end
            end
            ranked_data = {data[3], data[2], data[1], data[0]};
        end
    end
endmodule
</file>
<file path="flow/run.sh">
#!/bin/bash
# OpenROAD 26Q1-2900-gdf79404cd8, Yosys 0.63+post, stock flow scripts
make -C /OpenROAD-flow-scripts/flow DESIGN_CONFIG=/design/flow/config.mk WORK_HOME=/design/flow/orfs finish
</file>
<file path="flow/config.mk">
export PLATFORM = sky130hd
export DESIGN_NAME = Data_Ranking
export DESIGN_NICKNAME = Data_Ranking
export VERILOG_FILES = /design/flow/design.v
export SDC_FILE = /design/flow/constraint.sdc
export NUM_CORES = 4
export LEC_CHECK = 1
export CORE_UTILIZATION = 30
</file>
<file path="flow/constraint.sdc">
current_design Data_Ranking

set clk_period 1.0
set clk_io_pct 0.2

create_clock -name clk0 -period $clk_period [get_ports {clk}]

set non_clock_inputs [all_inputs -no_clocks]
set_input_delay [expr $clk_period * $clk_io_pct] -clock clk0 $non_clock_inputs
set_output_delay [expr $clk_period * $clk_io_pct] -clock clk0 [all_outputs]
</file>
==> metrics.yaml <==
fp_util: 0.3095
grt_antenna_before_repair: 0
numSynthFlops: 32
worst_slew_pin_slew_ns: 1.322
async_set_or_reset_flop_fraction_in_the_synthesized_netlist: 1.000
largest-register: "ranked_data"
slew_headroom: 0.1185
synth.lib_cells_used.distinct: 46
crit_path_end_kind: "register"
max-cap-violations: 0
synth_warnings: 3
via_per_inst: 5.125
sw_frac_of_total: 0.4226
routedWlPerCell_um: 15.78
max_frequency_mhz: 143.7
grt_start_max_net_pins: 33
ys_top_cells_by_area: "sky130_fd_sc_hd__dfrtp_1 20%, sky130_fd_sc_hd__ha_1 15%, sky130_fd_sc_hd__mux2i_1 12%, sky130_fd_sc_hd__mux2_2 7.7%, sky130_fd_sc_hd__inv_1 4.0%"
post_route_minimum_period_ns: 6.958
tritoncts.num_buffers: 5
synth-seq-area-share: 0.2034
layout-area-overhead-vs-synth_pct: 85.16
yosysTopAreaCell: "sky130_fd_sc_hd__dfrtp_1"
crit_path_frequent_cell: "sky130_fd_sc_hd__ha_4"
timing.critical_path.arrival_ns: 7.14
violated_checks: "setup timing"
dieWidth_um: 116.6
worst_path_max_delay_cell: "sky130_fd_sc_hd__mux2_4"
synth-edff-count: 0
largest_register_ff_count: 32
yosys_most_used_dff: "sky130_fd_sc_hd__dfrtp_1"
die_y_um: 116.6
ir_drop_v: 0.001398
final_max_slew_viol_count: 0
internal_power_of_the_cells_mw: 11.83
routed-via-count: 4392
status: "finished with violations"
grt_first_pass_wirelength_um: 21450
finalClockPeriodUsage: 6.958
mean_instance_size_in_the_synthesized_netlist_um2: 9.010
tritoncts: "done"
power.sequential.fraction: 0.104
layout.cells.most_common_list: "142 x sky130_fd_sc_hd__buf_4, 49 x sky130_fd_sc_hd__clkdlybuf4s50_1, 39 x sky130_fd_sc_hd__mux2i_1"
grt_setup_unrepaired: "yes"
io-pin-count: 102
floorplan.die_area_mm2: 0.01359
ys_area_mm2: 0.003938
placement.io_buffers: 97
stage_log_warnings: 32
grt_util_all_layers: 0.2006
insertedDiodeCount: 0
routed_wirelength_um: 13520
netlist.area_leader.share: 0.2034
iteration_0_drc_markers: 196
lay_top_count: "sky130_fd_sc_hd__buf_4"
fp.coreArea_mm2: 0.01272
clock_power_share: 0.083
critical_path_peak_fanout: 8
ys_cells: 437
ant_nets: 0
via_count_of_the_first_global_routing_pass: 4546
root_buffer: "sky130_fd_sc_hd__clkbuf_16"
synth_cells: 437
total_setup_violations_reported_at_the_end_of_the_flow: 32
cp_data_required_time_ns: 1.18
cts_htree_levels: 2
filler_cell_count: 1036
power_frac_comb: 0.813
setup_ws_ns: -5.958
design_power_total_mw: 20.48
cts.sinks: 32
worst_setup_path_start_kind: "input port"
post_synthesis_cell_area_mm2: 0.003938
placementRows: 41
postCtsHoldBufs: 0
gp_congestion: 0.9007
cts_buffer_depth: 2
netSwitchingPower_mw: 8.656
grt-ovfl-total: 0
dp.final_hpwl_um: 9649
path_clk_slew_ns: 0.05
timing.critical_path.slowest_cell_delay_ns: 0.33
min-delay-path-class: "input port to asynchronous set/reset pin"
crit_start: "age_of_data[11]"
final_layout_size_suffix_gt1_frac: 0.5533
setup.worst_path.class: "input port to register"
static-leakage-power_nw: 3.254
remaining_drc_errors: 0
final_core_util: 0.5731
finalHoldViolCount: 0
reg_top3: "ranked_data (32)"
drt_pass1_iterations: 7
powerDensity_mw_per_mm2: 2809
-- repair_timing --
action / in CTS / in global routing
cloned: 3 / 0
gates resized: 260 / 54
pin swaps: 43 / 32
endpoints found under the setup margin: 64 / 44
buffers inserted: 17 / 11
-- power by group through the flow --
| stage | Clock [mW] | Sequential [mW] | Combinational, mW |
|---|---|---|---|
| 4_1_cts | 1.72 | 2.14 | 15.2 |
| 5_1_grt | 1.78 | 2.19 | 17.9 |
| 6_report | 1.70 | 2.13 | 16.6 |
-- stage by stage --
stage	area [um2]	setup TNS (ns)	setup WS, ns	hold WS [ns]	std cells
3_3_place_gp	6350	-187.69	-6.968	0.5924	820
6_report	7291	-158.02	-5.958	0.2853	857
3_5_place_dp	6350	-192.77	-7.158	0.5874	820
2_1_floorplan	4279	-162.07	-6.173	-0.09559	437
4_1_cts	7039	-157.24	-5.980	0.3023	848
5_1_grt	7291	-165.84	-6.246	0.3032	857
-- routing by layer --
layer,share of wire,vias to the layer above,GRT usage
met3,0.062,25,0.02960
met1,0.43,2074,0.2573
li1,-,2149,-
met4,0.021,0,0.03797
met5,0,-,0
met2,0.48,144,0.3602
-- cell usage after synthesis (2+ instances only) --
| cell | count |
|---|---|
| sky130_fd_sc_hd__ha_1 | 48 |
| sky130_fd_sc_hd__mux2i_1 | 48 |
| sky130_fd_sc_hd__inv_1 | 42 |
| sky130_fd_sc_hd__dfrtp_1 | 32 |
| sky130_fd_sc_hd__mux2_2 | 27 |
| sky130_fd_sc_hd__a21oi_1 | 25 |
| sky130_fd_sc_hd__nand2_1 | 25 |
| sky130_fd_sc_hd__nor2_1 | 21 |
| sky130_fd_sc_hd__a221oi_1 | 16 |
| sky130_fd_sc_hd__o21ai_1 | 15 |
| sky130_fd_sc_hd__a2111oi_0 | 14 |
| sky130_fd_sc_hd__o21ai_0 | 12 |
| sky130_fd_sc_hd__nand3_1 | 11 |
| sky130_fd_sc_hd__and2_1 | 10 |
| sky130_fd_sc_hd__nand4_1 | 10 |
| sky130_fd_sc_hd__buf_2 | 9 |
| sky130_fd_sc_hd__nand2b_1 | 9 |
| sky130_fd_sc_hd__o221ai_2 | 8 |
| sky130_fd_sc_hd__mux2_4 | 6 |
| sky130_fd_sc_hd__nor2b_1 | 6 |
| sky130_fd_sc_hd__a21o_1 | 5 |
| sky130_fd_sc_hd__o21a_1 | 5 |
| sky130_fd_sc_hd__clkbuf_1 | 3 |
| sky130_fd_sc_hd__a211oi_1 | 2 |
| sky130_fd_sc_hd__a21oi_4 | 2 |
| sky130_fd_sc_hd__a22oi_1 | 2 |
| sky130_fd_sc_hd__buf_1 | 2 |
| sky130_fd_sc_hd__buf_6 | 2 |
| sky130_fd_sc_hd__o211ai_1 | 2 |
| sky130_fd_sc_hd__o21ai_2 | 2 |
-- layout make-up --
cell class / count / area (um2) / area share
clock buffer: 6 / 128.9 / 0.01768
sequential: 32 / 800.8 / 0.1098
inverter: 43 / 188.9 / 0.02591
timing repair buffer: 256 / 2172 / 0.2979
tap: 172 / 215.2 / 0.02952
clock inverter: 2 / 35.03 / 0.004805
multi-input combinational: 346 / 3750 / 0.5143
-- critical path: cells and delay by family --
kind | cells | cell delay (ns)
mux | 4 | 1.26
simple gates | 7 | 1.31
buf+inv | 7 | 0.82
compound gates | 14 | 2.27
fa+ha+maj | 5 | 1.29
-- cell families after synthesis --
logic type / count (synthesis) / share of synthesized area
AND-OR/OR-AND: 118 / 0.2272
buffers and inverters: 61 / 0.06863
AND/OR/NAND/NOR: 96 / 0.1204
flip-flops: 32 / 0.2034
adder cells (fa/ha/maj): 48 / 0.1525
multiplexers: 82 / 0.2278
-- final timing paths --
kind	end	cells after the start
worst min-delay path	ranked_data[27]	2
min in group clk0	ranked_data[29]	2
worst max-delay path	ranked_data[14]	37
max in group asynchronous	ranked_data[7]	2
Power is estimated from default activity; no workload was simulated.
